`/design/flow/design.v`:
```
module cpu_control_circuit(
		input clk,
		input rst,
		output reg [3:0] state, 
		output reg RegDst,
		input [6:0] Op,
		output reg PCWriteCond,
		output reg PCWrite,
		output reg IorD,
		output reg MemRead,
		output reg MemWrite,
		output reg MemtoReg,
		output reg IRwrite,
		output reg PCSource,
		output reg [1:0] ALUOp,
		output reg [1:0] ALUSrcB,
		output reg ALUSrcA,
		output reg RegWrite
	);
	always @(posedge clk) begin
		if(rst) begin
			state <= 0; 
			RegDst <= 0;
			PCWriteCond <= 0;
			PCWrite <= 0;
			IorD <= 0;
			MemRead <= 0;
			MemWrite <= 0;
			MemtoReg <= 0;
			IRwrite <= 0;
			PCSource <= 0;
			ALUOp <= 0;
			ALUSrcB <= 0;
			ALUSrcA <= 0;
			RegWrite <= 0;
		end else begin
			case(state)
			0: begin 
				MemRead <= 1'b1; 			 
				IRwrite <= 1'b1;			 
				IorD = 1'b0;				 
				ALUSrcA <= 1'b0;			 
				ALUSrcB <= 2'b01;			 
				ALUOp	<= 2'b00;			 
				PCWrite <= 1'b1;			 
				PCSource <= 1'b0;			 
				state <= 1;				 
			end
			1: begin 
				ALUSrcA <= 1'b0;					
				ALUSrcB <= 2'b10;
				ALUOp <= 2'b00;					 
				case(Op)
					7'b0110011: state <= 6;				 
					7'b0000011: state <= 3;				 
					7'b0100011: state <= 5;				 
					7'b1100011: state <= 8;				 
				endcase
			end
			2: begin
				ALUSrcA = 1'b1;
				ALUSrcB = 2'b10;
				ALUOp = 2'b00;
			end	
			3: begin		
				MemRead <= 1'b1;
				IorD <= 1'b1;
				state <= 4;
			end
			4: begin
				RegWrite <= 1'b1;
				MemtoReg = 1'b1;
				RegDst <= 1'b0;
				state <= 0;		 
			end
			5: begin
				MemWrite <= 1'b1;
				IorD <= 1'b1;
				state <= 0;		 
			end
			6: begin
				ALUSrcA <= 1'b1;
				ALUSrcB <= 2'b00;
				ALUOp <= 2'b10;
				state <= 7;
			end
			7: begin	
				RegDst <= 1'b1;
				RegWrite <= 1'b1;
				MemtoReg <= 1'b0;
				state <= 0;		 
			end
			8: begin
				ALUSrcA = 1'b1;
				ALUSrcB = 2'b00;
				ALUOp = 2'b01;
				PCWriteCond = 1'b1;
				PCSource = 2'b01;
				state <= 0;		 
			end
			endcase
		end	 
	end	 
endmodule
```
`/design/flow/run.sh`:
```
#!/bin/bash
# OpenROAD 26Q1-2900-gdf79404cd8, Yosys 0.63+post, stock flow scripts
make -C /OpenROAD-flow-scripts/flow DESIGN_CONFIG=/design/flow/config.mk WORK_HOME=/design/flow/orfs finish
```
`/design/flow/config.mk`:
```
export PLATFORM = sky130hd
export DESIGN_NAME = cpu_control_circuit
export DESIGN_NICKNAME = cpu_control_circuit
export VERILOG_FILES = /design/flow/design.v
export SDC_FILE = /design/flow/constraint.sdc
export NUM_CORES = 4
export LEC_CHECK = 1
export CORE_AREA = 10 10 77 77
export DIE_AREA = 0 0 87 87
```
`/design/flow/constraint.sdc`:
```
current_design cpu_control_circuit

set clk_period 3.7
set clk_io_pct 0.2

create_clock -name clk0 -period $clk_period [get_ports {clk}]

set non_clock_inputs [all_inputs -no_clocks]
set_input_delay [expr $clk_period * $clk_io_pct] -clock clk0 $non_clock_inputs
set_output_delay [expr $clk_period * $clk_io_pct] -clock clk0 [all_outputs]
```
==> flow_summary.json <==
{
  "status": "complete, no violations",
  "cts-root-buf": "clkbuf_8",
  "crit_buf_inv": 1,
  "peakVddDrop_mv": 0.121,
  "power_leakage_nw": 0.425,
  "rows": 24,
  "maxSlewHeadroom_pct": 48.8,
  "initialDrtViolationCount": 86,
  "postSynthAreaPerCell_um2": 8.12,
  "grt_pass1_wl_mm": 3.79,
  "fp_util_pct": 20.9,
  "slowest_delay_ps": 820,
  "numCtsBuffers": 3,
  "chipArea_um2": 7570,
  "diodes": 0,
  "worstSetupEndpointType": "primary output",
  "critPathMaxFanout": 23,
  "slew_viol_final": 0,
  "cts_num_sinks": 18,
  "worst-r2r-setup-slack_ps": 2010,
  "htree_levels": 1,
  "io_pins": 28,
  "port_buffers": 27,
  "path_cells": "clkdlybuf4s50_1",
  "hold_depth": 2,
  "syn_inst": 112,
  "ys_seq_share_pct": 39.6,
  "internal_power_mw": 0.319,
  "fin_skew_ps": 2.25,
  "r2r_cells": 4,
  "dp_hpwl_mm": 1.66,
  "warnings": 25,
  "setup_viol": 0,
  "path_class": "reg -> out",
  "cp_top_family": "flip-flops",
  "overflow": 0,
  "cts_max_path_buffers": 2,
  "core_area_um2": 4350,
  "area_growth_pct": 36.3,
  "drc": 0,
  "rsz0062_at_grt": "false",
  "yosysChipArea_um2": 910,
  "p_sw_mw": 0.0878,
  "synth.distinct_cells": 33,
  "min_to": "PCWriteCond$_SDFFE_PP0P_",
  "die_w_um": 87,
  "grt_max_degree": 24,
  "p_seq_share_pct": 50.9,
  "wirelength_mm": 2.29,
  "combPwrFrac_pct": 10.3,
  "lay_top_count": "clkdlybuf4s50_1",
  "grtUsageTotal_pct": 6.05,
  "totalPowerFinal_mw": 0.407,
  "final_layout_top_logic_cells": "clkdlybuf4s50_1 (27), dfxtp_1 (18), nor2_1 (17)",
  "crit_required_ps": 2960,
  "swShare_pct": 21.6,
  "clock_latency_ps": 250,
  "yosys_warnings": 1,
  "vias": 818,
  "hold_viol_final": 0,
  "min-delay-start": "PCWriteCond$_SDFFE_PP0P_",
  "cts_tree": "built",
  "period_used_pct": 65.3,
  "drive_gt1_share_pct": 6.06,
  "hold_buffers": 0,
  "die_y_um": 87,
  "post_cts_resized": 0,
  "regArea_um2": 360,
  "ant_nets": 0,
  "ys_ff": 18,
  "critPathSlowestCell": "dfxtp_1",
  "comb_area_um2": 478,
  "viasPerCell": 4.45,
  "dr.pass1.iters": 4,
  "p_per_area_nw_per_um2": 328,
  "post_cts.repair.setup_buffers": 0,
  "cp.arrival_ps": 1680,
  "fillers": 472,
  "rr_endpoint": "state[0]$_SDFFE_PP0P_",
  "clk_pin_slew_ps": 70,
  "place_congestion": 0.790,
  "worstMarginPinSlew_ps": 767,
  "clock.fmax_mhz": 414,
  "first_global_vias": 747,
  "r2r_start": "state[0]$_SDFFE_PP0P_",
  "synthesis.area_um2": 910,
  "wl_per_cell_um": 12.4,
  "start_kind": "flop",
  "hold_path.class": "reg -> reg",
  "fin_crit_ps": 2420,
  "post-synth-top-area-cell": "dfxtp_1",
  "fin_tns_setup_ps": 0,
  "antenna_found_initial": 0,
  "maxCapViolCount": 0,
  "power_frac_clock_pct": 38.9,
  "area_leaders": "dfxtp_1 (40%), a21oi_1 (7.7%), nor2_1 (7.0%)",
  "synth_top_area_share_pct": 39.6,
  "ys_cells": 112
}
[logic make-up after synthesis]
kind of cell / share of synthesized area, %
adders and majority gates: 1.10
buffers and inverters: 7.84
DFF: 39.6
AOI/OAI and AO/OA: 24.3
and+or+nand+nor: 23.2
xor gates and xnor gates: 3.85
[synthesized netlist by cell type]
| cell type | instances |
|---|---|
| a2111oi_2 | 1 |
| a211o_1 | 1 |
| a21o_1 | 1 |
| a21oi_1 | 14 |
| a22oi_1 | 2 |
| a2bb2oi_1 | 1 |
| a31oi_1 | 1 |
| a32oi_1 | 1 |
| a41oi_1 | 1 |
| buf_2 | 5 |
| buf_4 | 1 |
| buf_6 | 1 |
| clkbuf_1 | 3 |
| clkbuf_2 | 1 |
| dfxtp_1 | 18 |
| inv_1 | 3 |
| maj3_1 | 1 |
| nand2_1 | 6 |
| nand2b_1 | 6 |
| nand4bb_1 | 1 |
| nor2_1 | 17 |
| nor2b_1 | 4 |
| nor3_1 | 3 |
| nor3_2 | 1 |
| nor4_1 | 2 |
| o21ai_0 | 4 |
| o21ai_2 | 1 |
| o21bai_1 | 1 |
| o22ai_1 | 3 |
| o31a_1 | 2 |
| or4b_4 | 1 |
| xnor2_1 | 2 |
| xor2_1 | 2 |
[power groups by stage]
stage	Combinational [mW]	Clock, mW	Sequential (mW)
6_report	0.0419	0.158	0.207
4_1_cts	0.0428	0.164	0.207
5_1_grt	0.0469	0.178	0.208
[worst max path at each step]
stage | start | endpoint | slack (ps) | cells after the start
4_1_cts | state[1]$_SDFFE_PP0P_ | state[1] | 1250 | 1
5_1_grt | state[1]$_SDFFE_PP0P_ | state[1] | 1160 | 1
6_report | state[1]$_SDFFE_PP0P_ | state[1] | 1280 | 1
[layout make-up]
class / instances / area share (%)
Multi-Input combinational cell: 80 / 38.5
Inverter: 3 / 0.908
Tap cell: 52 / 5.25
Timing Repair Buffer: 27 / 21.8
Sequential cell: 18 / 29.1
Clock buffer: 4 / 4.44
[sequential cells by signal, indices dropped and copies added (netlist names)]
| register | count |
|---|---|
| ALUOp | 2 |
| ALUSrcA | 1 |
| ALUSrcB | 2 |
| IRwrite | 1 |
| IorD | 1 |
| MemRead | 1 |
| MemWrite | 1 |
| MemtoReg | 1 |
| PCSource | 1 |
| PCWriteCond | 1 |
| RegDst | 1 |
| RegWrite | 1 |
| state | 4 |
[metrics by stage]
stage               utilization, %  std cells  worst slack [ps]  area [µm²]  hold WS (ps)
finish                        28.5        184              1280        1240           446
global route                  28.5        184              1160        1240           490
CTS                           28.5        184              1250        1240           452
detailed placement            27.2        180              1530        1180           442
global placement              27.2        180              1530        1180           437
floorplan                        -        112              2050         910           411
[layer usage]
metal | GRT usage [%] | share of wire [%] | wire [µm]
met5 | 0 | 0 | 0
met4 | 0.736 | 1.0 | 23
met3 | 2.74 | 9.7 | 222
met2 | 8.79 | 44 | 1010
met1 | 8.28 | 45 | 1030
